==> /design/flow/config.mk <==
export PLATFORM = sky130hd
export DESIGN_NAME = shot_filter
export DESIGN_NICKNAME = shot_filter
export VERILOG_FILES = /design/flow/design.v
export SDC_FILE = /design/flow/constraint.sdc
export NUM_CORES = 4
export LEC_CHECK = 1
export CORE_UTILIZATION = 40
==> /design/flow/constraint.sdc <==
current_design shot_filter

set clk_period 15.8
set clk_io_pct 0.2

create_clock -name clk0 -period $clk_period [get_ports {clk}]

set non_clock_inputs [all_inputs -no_clocks]
set_input_delay [expr $clk_period * $clk_io_pct] -clock clk0 $non_clock_inputs
set_output_delay [expr $clk_period * $clk_io_pct] -clock clk0 [all_outputs]
==> /design/flow/design.v <==
`timescale 1ns/1ps
module shot_filter #(
  parameter ALPHA_SHIFT = 3    
) (
  input  wire               clk,
  input  wire               rst,
  input  wire               x_valid,           
  input  wire       [15:0]  x_raw,             
  output reg        [15:0]  flick = 16'd0      
);
  wire signed [15:0] x = { {4{x_raw[11]}}, x_raw[11:0] };
  reg  signed [15:0] baseline = 16'sd0;        
  wire signed [15:0] err      = x - baseline;  
  wire [15:0] abs_err = err[15] ? (~err + 16'd1) : err;
  always @(posedge clk) begin
    if (rst) begin
      baseline <= 0;
      flick    <= 0;
    end else if (x_valid) begin
      baseline <= baseline + ((x - baseline) >>> ALPHA_SHIFT);
      flick    <= abs_err;
    end
  end
endmodule
==> /design/flow/run.sh <==
#!/bin/bash
# OpenROAD 26Q1-2900-gdf79404cd8, Yosys 0.63+post, stock flow scripts
make -C /OpenROAD-flow-scripts/flow DESIGN_CONFIG=/design/flow/config.mk WORK_HOME=/design/flow/orfs finish
==> results.toml <==
# synthesis and place-and-route metrics
[drt]
drt-total-wl_mm = 7.080
avgViaCountPerCell = 5.361
drtPass1Iterations = 4
diodes = 0
wl_per_cell_um = 14.05
drc = 0
postRouteAntennaNets = 0
drt-initial-drc-count = 103
dr_total_vias = 2702

[global_routing]
grt_start_max_net_pins = 46
antenna_found_initial = 0
grt_pass1_wl_mm = 11.55
grt_pass1_vias = 2335
gr-total-overflow = 0
gr-usage-all-layers_pct = 19.31

[synthesis]
ys_top_cells_by_count = "nor2_1 (47), inv_1 (35), dfxtp_1 (32), ha_1 (32), a21oi_1 (24)"
synthArstFlopShare_pct = 0
area_leaders = "dfxtp_1 (21%), ha_1 (13%), nor2_1 (5.9%), xnor2_1 (5.3%), inv_1 (4.4%)"
synthAoiAreaFrac_pct = 27.52
top_cell = "nor2_1"
synth_area_um2 = 3000
largest_area_cell = "dfxtp_1"
yosys.cell_types.count = 52
synth_top_area_share_pct = 21.35
postSynthSeqShare_pct = 21.35
ys_sh_simple_pct = 18.14
yosysWarnings = 1
synthAdderAreaFrac_pct = 14.68
muxShareOfSynthArea_pct = 2.669
edf_count = 0
topCombFamilyByArea = "AND-OR/OR-AND gates"
yosysCellCount = 379
netlist_instances = 379
yosys_area_um2 = 3000
xor_share_pct = 8.757
flop_cell = "dfxtp_1"
postSynthAreaPerCell_um2 = 7.917
ys.flops = 32

[setup_path]
ff2ff_path_depth = 16
critical_path.startpoint_type = "input port"
reg2reg_slack_ns = 11.51
critPathRequiredTime_ns = 15.98
cp.arrival_ns = 7.40
crit_type = "input port to flop"
crit_fanout = 5
r2r-start = "baseline[0]"
crit_path_end_kind = "flop"
worst_r2r_endpoint = "baseline[15]"

[cells_and_area]
final_cells = 504
drive_above_1_share_pct = 5.432
syn2layout_area_growth_pct = 14.97
n_fill_cell = 723

[clocking]
cts_sinks = 32
cts-root-buf = "clkbuf_8"
post-cts-setup-buffers = 0
clk_path_buf_depth = 2
clkSlewWorstSetupHoldPaths_ns = 0.07
cts_tree = "yes"
cts_buffers = 5
cts_resized = 0
htree_levels = 2
insertion_delay_ns = 0.29
hold_buffers = 0

[sta]
setup_violations = 0
hold_viol = 0
maxSlewViolCount = 0
clock.fmax_mhz = 138.6
totalNegativeSetupSlack_ns = 0
grt_setup_unrepaired = "no"
fin_crit_sh_pct = 45.66
slew_headroom_pct = 51.71
finClkSkew_ns = 0.008743
tightest_slew_ns = 0.7244
min_period_ns = 7.215

[floorplanning]
die_area_um2 = 7851
die_h_um = 88.61
io_pins = 35
fp.dieW_um = 88.61
core-area_um2 = 7253
rows = 31
initial_utilization_pct = 41.37

[outcome]
status = "finished clean"

[min_path]
worstHoldStart = "flick[15]"
hold-path-endpoint = "flick[15]"
whs_path_depth = 2
hold_path_class = "flop to flop"

[power_and_ir_drop]
p_per_area_nw_per_um2 = 204.5
total_power_mw = 0.7054
vdd_ir_drop_max_uv = 62.33
leakage_nw = 1.461

[placed_design]
dp.cells = 496
port_buffers = 30
dp_hpwl_mm = 5.271
place_congestion = 0.8895

[run]
drv_cap = 0
warnings = 30
==> how the worst max path moves through the flow <==
| stage | startpoint | endpoint | slack (ns) |
|---|---|---|---|
| after CTS | x_raw[0] | baseline[15] | 8.62 |
| after global routing | x_raw[0] | baseline[15] | 8.19 |
| final | x_raw[0] | baseline[15] | 8.59 |
==> per-layer routing <==
layer / up-vias / wire, um / track usage, %
li1: 1418 / - / -
met1: 1236 / 3845 / 32.56
met2: 43 / 2852 / 27.55
met3: 5 / 307 / 2.271
met4: 0 / 75 / 1.613
met5: - / 0 / 0
==> power breakdown <==
| part | total [mW] | switching, mW | internal [mW] | leakage (nW) |
|---|---|---|---|---|
| logic | 0.509 | 0.281 | 0.228 | 1.15 |
| clock network | 0.0682 | 0.0326 | 0.0356 | 0.0455 |
| registers | 0.129 | 0.0190 | 0.110 | 0.265 |
==> cells by family after synthesis <==
logic type | after synthesis
DFF | 32
xor gates and xnor gates | 30
muxes | 8
buffers and inverters | 49
adders and majority gates | 34
and+or+nand+nor | 114
AOI/OAI and AO/OA | 112
==> stage by stage <==
stage / util, % / worst slack, ns / hold slack (ns) / cell area (um2)
2_1_floorplan: - / 9.317 / 0.4264 / 3000
3_5_place_dp: 46.32 / 8.314 / 0.4563 / 3359
5_1_grt: 47.56 / 8.193 / 0.4897 / 3450
4_1_cts: 47.56 / 8.620 / 0.4665 / 3450
6_report: 47.56 / 8.585 / 0.4632 / 3450
3_3_place_gp: 46.32 / 8.337 / 0.4558 / 3359
==> critical path: stages <==
cell and delay [ns]:
clkdlybuf4s50_1 0.39, inv_1 0.05, ha_1 0.16, inv_1 0.05, fa_1 0.40, a21o_1 0.23
a211oi_2 0.41, nor3_1 0.16, or2_2 0.34, ha_1 0.22, a21oi_1 0.16, nand2_1 0.06
o21ai_0 0.50, o31ai_1 0.24, a221oi_1 0.34, xnor2_1 0.18, a21oi_1 0.10, a31o_2 0.23
==> cells in the final DEF (no fill, tap or decap), drive strengths merged, types with 3 or more instances in the layout <==
cell / instances
or4: 4
and2: 5
a211oi: 20
o31ai: 8
clkdlybuf4s50: 29
or3: 3
nand4b: 3
and3: 4
xnor2: 18
o21bai: 3
buf: 3
xor2: 12
nor2: 47
a21o: 11
clkbuf: 8
ha: 32
nand3: 3
nor3: 9
nand2: 23
o21ai: 13
o31a: 3
a21oi: 24
inv: 35
nand4: 3
o311ai: 4
dfxtp: 32
mux2i: 8
o21a: 5
a2bb2oi: 3
nand2b: 4
==> layout make-up <==
| type | count | area, um2 | share of cell area [%] |
|---|---|---|---|
| clock buffer | 8 | 90.09 | 2.612 |
| inverter | 35 | 131.4 | 3.808 |
| multi-input combinational | 298 | 2153 | 62.42 |
| sequential | 32 | 640.6 | 18.57 |
| tap | 99 | 123.9 | 3.591 |
| timing repair buffer | 32 | 310.3 | 8.995 |
==> state kept, by name, summed over array words and instances (netlist names) <==
name	flops
flick	16
baseline	16
Power is estimated from default activity; no workload was simulated.
