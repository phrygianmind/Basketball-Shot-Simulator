`./config.mk`:
```
export PLATFORM = sky130hd
export DESIGN_NAME = seg7_xraw
export DESIGN_NICKNAME = seg7_xraw
export VERILOG_FILES = /design/flow/design.v
export SDC_FILE = /design/flow/constraint.sdc
export NUM_CORES = 4
export LEC_CHECK = 1
export CORE_UTILIZATION = 30
```
`./constraint.sdc`:
```
current_design seg7_xraw

set clk_period 23.9
set clk_io_pct 0.2

create_clock -name clk0 -period $clk_period [get_ports {CLK100MHZ}]

set non_clock_inputs [all_inputs -no_clocks]
set_input_delay [expr $clk_period * $clk_io_pct] -clock clk0 $non_clock_inputs
set_output_delay [expr $clk_period * $clk_io_pct] -clock clk0 [all_outputs]
```
`./design.v`:
```
`timescale 1ns/1ps
module seg7_xraw(
    input  wire        CLK100MHZ,
    input  wire [15:0] x_raw,       
    output reg  [6:0]  seg,
    output reg         dp,
    output reg  [7:0]  an
);
  reg [2:0]  anode_select = 3'd0;
  reg [16:0] anode_timer  = 17'd0;
  always @(posedge CLK100MHZ) begin
    if (anode_timer == 17'd99_999) begin
      anode_timer  <= 0;
      anode_select <= anode_select + 3'd1;
    end else begin
      anode_timer  <= anode_timer + 17'd1;
    end
  end
  always @(*) begin
    case (anode_select)
      3'b000: an = 8'b1111_1110;
      3'b001: an = 8'b1111_1101;
      3'b010: an = 8'b1111_1011;
      3'b011: an = 8'b1111_0111;
      3'b100: an = 8'b1110_1111;  
      3'b101: an = 8'b1101_1111;  
      3'b110: an = 8'b1011_1111;  
      3'b111: an = 8'b0111_1111;  
      default: an = 8'b1111_1111;
    endcase
  end
  localparam [6:0] ZERO=7'b000_0001, ONE=7'b100_1111, TWO=7'b001_0010, THREE=7'b000_0110,
                   FOUR=7'b100_1100, FIVE=7'b010_0100, SIX=7'b010_0000, SEVEN=7'b000_1111,
                   EIGHT=7'b000_0000, NINE=7'b000_0100, NULL=7'b111_1111;
  function [6:0] digit7;
    input [3:0] d;
    case (d)
      4'd0: digit7 = ZERO;  4'd1: digit7 = ONE;   4'd2: digit7 = TWO;   4'd3: digit7 = THREE;
      4'd4: digit7 = FOUR;  4'd5: digit7 = FIVE;  4'd6: digit7 = SIX;   4'd7: digit7 = SEVEN;
      4'd8: digit7 = EIGHT; 4'd9: digit7 = NINE;  default: digit7 = NULL;
    endcase
  endfunction
  wire signed [11:0] x12 = x_raw[11:0];
  wire neg = x12[11];
  wire [11:0] mag = neg ? (~x12 + 12'd1) : x12;   
  reg [3:0] d_th, d_hu, d_te, d_on;   
  integer v;                          
  always @* begin
    v    = mag;             
    d_th = v / 1000; v = v % 1000;
    d_hu = v / 100;  v = v % 100;
    d_te = v / 10;
    d_on = v % 10;
  end
  wire blank_th = (d_th == 0);
  wire blank_hu = blank_th && (d_hu == 0);
  wire blank_te = blank_hu && (d_te == 0);
  always @* begin
    dp  = 1'b1;
    seg = NULL;
    case (anode_select)
      3'b111: seg = blank_th ? NULL : digit7(d_th);
      3'b110: seg = blank_hu ? NULL : digit7(d_hu);
      3'b101: seg = blank_te ? NULL : digit7(d_te);
      3'b100: begin
                seg = digit7(d_on);
                dp  = neg ? 1'b0 : 1'b1;    
              end
      default: seg = NULL;
    endcase
  end
endmodule
```
`./run.sh`:
```
#!/bin/bash
# OpenROAD 26Q1-2900-gdf79404cd8, Yosys 0.63+post, stock flow scripts
make -C /OpenROAD-flow-scripts/flow DESIGN_CONFIG=/design/flow/config.mk WORK_HOME=/design/flow/orfs finish
```
==> results.yml <==
# synthesis and place-and-route metrics
outcome:
  outcome: "completed"
logic_synthesis:
  async_flop_share_pct: 0
  flop_cell: "dfxtp_1"
  synth_top_area_share_pct: 8.17
  yosys_warnings: 1
  syn_area_sq_um: 4170
  synthDistinctLibCells: 100
  yosysCellCount: 573
  ys_ff: 20
  synthCells: 573
  avgSynthCellArea_sq_um: 7.27
  yosysTopAreaCell: "dfxtp_1"
  synth-edff-count: 3
  ys_seq_share_pct: 10.3
  yosys-top-cells-area: "dfxtp_1, ha_1, nand2_1"
  ys_area_sq_um: 4170
power:
  peakVddDrop_v: 0.0000564
  leakagePower_nw: 1.74
  powerDensity_nw_per_um2: 99.9
job:
  maxCapViolCount: 0
  tool_warnings: 44
detailed_routing:
  wl_met3_microns: 391
  routedLengthMet1_microns: 5480
  drt_first_pass_iters: 6
  vias_per_cell: 5.67
  drc_errors: 0
  drt_iter0_markers: 285
  antenna_cells: 0
  ant_nets: 0
  vias: 4301
  wl_per_cell_microns: 14.4
  top_layer: "met4"
  wl_microns: 10900
  wl_met2_microns: 4980
cells_and_area:
  layout_top_cells_excl_fill_tap: "nand2_1, nor2_1, a21oi_1, o21ai_0, clkdlybuf4s50_1"
  fillCellCount: 1371
  fin_area_sq_um: 4640
  drive_gt1_share_pct: 9.97
  syn_to_final_growth_pct: 11.5
  fin_util_pct: 34.7
  lay_top_count: "nand2_1"
timing:
  skew_ns: 0.00234
  fmax_ghz: 0.0536
  hold_viol: 0
  slew_viol_final: 0
  rsz0062_at_grt: "no"
  period_used_pct: 78.0
  worst_pin_slew_ns: 0.853
  slew_headroom_pct: 43.1
  setup_viol: 0
  timing.setup.tns_ns: 0
  period_minus_slack_ns: 18.64
global_route:
  grt_max_degree: 24
  grt-ovfl-total: 0
  antenna_found_initial: 0
  grt_pass1_wl_microns: 18700
  first_global_vias: 3780
  grt_usage_pct: 15.6
place:
  numPortBuffers: 28
  hpwl_microns: 8650
  gp_routability_congestion: 0.901
  place_area_sq_um: 4560
die:
  dieArea_sq_um: 14400
  io_pins: 33
  core_area_sq_um: 13400
  die_x_microns: 120
  rows: 42
  fp_util_pct: 31.1
  fp.dieH_microns: 120
clock_network:
  clockRootBuffer: "clkbuf_16"
  clockBufferDepth: 2
  cts_buffers: 3
  cts_setup_buffers: 0
  cts_sinks: 20
  cts-hold-fix-buffers: 0
  clk_pin_slew_worst_paths_ns: 0.05
  tritoncts: "built"
  cts_resized: 0
  htree_levels: 1
  clk_latency_ns: 0.25
worst_setup_path:
  crit_arrival_ns: 13.86
  path_max_fanout: 20
  start_kind: "input pin"
  path_class: "input pin to output port"
  end_kind: "output port"
  crit_required_ns: 19.12
min_path:
  worst_hold_path_type: "register to register"
[path summary, 6_finish.rpt]
check                      start              end  slack, ns  depth (start not counted)
hold / removal    anode_timer[4]   anode_timer[4]       0.46                          1
setup / recovery        x_raw[0]           seg[6]       5.26                         27
hold reg to reg   anode_timer[4]   anode_timer[4]       0.46                          1
setup reg to reg  anode_timer[6]  anode_select[2]      22.10                          4
[worst max-delay path: stages]
cell and delay [ns]:
clkdlybuf4s50_1 0.62, clkinv_1 0.28, ha_1 0.21, or4b_1 0.59, o41a_1 0.43, o31a_1 0.35
o21ai_1 0.21, a21o_1 0.20, nand2_1 0.29, a211o_1 0.38, a22oi_2 0.41, a41oi_2 0.18
o31ai_1 0.36, a31o_2 0.23, o21ai_0 0.17, a21oi_1 0.73, nand3_2 0.30, a31oi_1 0.44
o311ai_1 0.22, and2_1 0.45, a21oi_2 0.31, ha_1 0.22, and3_1 0.30, a21oi_1 0.08
or3_1 0.41, o2111ai_1 0.13, clkdlybuf4s50_1 0.53
[per-stage QoR]
| step | worst slack [ns] | total power [mW] | instances | hold WS [ns] |
|---|---|---|---|---|
| after floorplan | 7.87 | 0.366 | 573 | 0.426 |
| after global placement | 5.42 | 0.416 | 754 | 0.441 |
| after detailed placement | 5.41 | 0.419 | 754 | 0.444 |
| after CTS | 5.38 | 0.459 | 758 | 0.455 |
| after global routing | 4.58 | 0.506 | 758 | 0.493 |
| final | 5.26 | 0.464 | 758 | 0.456 |
[cell type report]
cell class / instances / area, sq um / area share, %
well taps: 176 / 220 / 4.74
inverters: 23 / 86.3 / 1.86
multi-input cells: 506 / 3530 / 76.0
repair buffers: 29 / 288 / 6.20
flip-flops and latches: 20 / 430 / 9.27
clock buffers: 4 / 88.8 / 1.91
[cells in the mapped netlist, types with 4 or more instances]
cell       instances
o211ai_1           7
nand3_1           22
nand4_1            6
nor3_1            15
nor4_1             4
nor2b_1            4
inv_1             21
xor2_1            13
a21o_1            10
o21ai_0           29
a31oi_1            9
or3_1              7
clkbuf_1          17
a211o_1            6
nand2_1           65
dfxtp_1           17
nand2b_1          11
buf_2              4
mux2i_1            7
o22ai_1            4
o2111ai_1          4
o31ai_2            4
and3_1            11
o21ai_1           12
xnor2_1           20
ha_1              21
o31ai_1            8
or2_2              5
nor2_1            48
a211oi_1           7
and2_1            13
a21oi_1           34
a221oi_1           5
[kinds of logic after synthesis]
group	after synthesis	synth area share, %
flip-flops	20	10.3
multiplexers	10	2.76
AND-OR/OR-AND	197	37.7
buffers and inverters	47	4.90
AND/OR/NAND/NOR	243	30.6
XOR/XNOR	33	6.94
adder cells (fa/ha/maj)	23	6.82
[flip-flops by register name, indices dropped and copies added (netlist names)]
signal / cells
anode_select: 3
anode_timer: 17
[routing by layer]
| layer | vias up | track usage, % |
|---|---|---|
| li1 | 2180 | - |
| met2 | 94 | 24.7 |
| met5 | - | 0 |
| met3 | 10 | 1.31 |
| met4 | 0 | 1.80 |
| met1 | 2017 | 23.7 |
[where the power goes]
part | internal [mW] | switching [mW] | total (mW)
Sequential | 0.0340 | 0 | 0.0340
Combinational | 0.147 | 0.246 | 0.393
Clock | 0.0255 | 0.0118 | 0.0373
Total | 0.206 | 0.258 | 0.464
Power and IR drop assume default switching activity.
