[design.v]
`timescale 1ns / 1ps
module bcd_counter(
  input  wire clk,
  input  wire rst,
  input  wire load,         
  input  wire tick_1hz,     
  output reg  [3:0] s1,     
  output reg  [3:0] s0,     
  output wire zero          
);
  assign zero = (s1 == 4'd0 && s0 == 4'd0);
  always @(posedge clk) begin
    if (rst || load) begin
      s1 <= 1;   
      s0 <= 0;   
    end 
    else if (tick_1hz && !zero) begin
      if (s0 == 0) begin
        s0 <= 9;
        if (s1 != 0) s1 <= s1 - 1;
      end 
      else begin
        s0 <= s0 - 1;
      end
    end
  end
endmodule
module btn_sync #(
  parameter CNT_WIDTH = 18   
)(
  input  wire clk,
  input  wire btn_in,
  output reg  btn_db
);
  reg sync0, sync1;
  reg [CNT_WIDTH:0] cnt;
  wire same = (btn_db == sync1);
  always @(posedge clk) begin
    sync0 <= btn_in;
    sync1 <= sync0;
    if (same) begin
      cnt <= 0;
    end else begin
      cnt <= cnt + 1'b1;
      if (&cnt) btn_db <= sync1;  
    end
  end
endmodule
`timescale 1ns / 1ps
module sevenseg_clock_divider(
  input  wire clk,
  input  wire rst,
  output reg  tick_1hz,
  output reg  scan_en
);
  localparam integer TICK_MAX = 100_000_000 - 1;    
  localparam integer SCAN_MAX = 25_000 - 1;         
  reg [31:0] tick_cnt = 0;
  reg [15:0] scan_cnt = 0;
  always @(posedge clk) begin
    if (rst) begin
      tick_cnt <= 0;
      tick_1hz <= 0;
    end else begin
      tick_1hz <= 0;
      if (tick_cnt == TICK_MAX) begin
        tick_cnt <= 0;
        tick_1hz <= 1;
      end else begin
        tick_cnt <= tick_cnt + 1;
      end
    end
  end
  always @(posedge clk) begin
    if (rst) begin
      scan_cnt <= 0;
      scan_en <= 0;
    end else begin
      scan_en <= 0;
      if (scan_cnt == SCAN_MAX) begin
        scan_cnt <= 0;
        scan_en <= 1;
      end else begin
        scan_cnt <= scan_cnt + 1;
      end
    end
  end
endmodule
`timescale 1ns / 1ps
module sevenseg_mux(
  input  wire clk,
  input  wire rst,
  input  wire scan_en,               
  input  wire [3:0] d3, d2, d1, d0,  
  output reg  [7:0] an,              
  output wire [6:0] seg              
);
  reg sel = 0;   
  reg [3:0] nib;
  function [6:0] enc;
    input [3:0] v;
    begin
      case (v)
        4'd0: enc = 7'b0000001;
        4'd1: enc = 7'b1001111;
        4'd2: enc = 7'b0010010;
        4'd3: enc = 7'b0000110;
        4'd4: enc = 7'b1001100;
        4'd5: enc = 7'b0100100;
        4'd6: enc = 7'b0100000;
        4'd7: enc = 7'b0001111;
        4'd8: enc = 7'b0000000;
        4'd9: enc = 7'b0000100;
        default: enc = 7'b1111111;  
      endcase
    end
  endfunction 
assign seg = enc(nib);
  always @(posedge clk) begin
    if (rst)
      sel <= 0;
    else if (scan_en)
      sel <= ~sel;   
  end
  always @* begin
    an = 8'b1111_1111;
    if (sel == 0) begin
      an[0] = 1'b0;            
      nib  = d0;
    end else begin
      an[1] = 1'b0;            
      nib  = d1;
    end
  end
endmodule
`timescale 1ns / 1ps
module shotclock_top(
  input  wire       CLK100MHZ,    
  input  wire       BTNC,         
  input  wire       BTNR,         
  output wire [7:0] an,           
  output wire [6:0] seg,          
  output wire zero                
);
  wire start_db;
  wire rst_db;
  btn_sync u_start_db (
    .clk    (CLK100MHZ),
    .btn_in (BTNC),
    .btn_db (start_db)
  );
  btn_sync u_rst_db (
    .clk    (CLK100MHZ),
    .btn_in (BTNR),
    .btn_db (rst_db)
  );
  wire rst = rst_db;
  wire tick_1hz;
  wire scan_en;
  sevenseg_clock_divider div (
    .clk      (CLK100MHZ),
    .rst      (rst),
    .tick_1hz (tick_1hz),
    .scan_en  (scan_en)
  );
  wire [3:0] s1, s0;
  wire       zero_int;
  bcd_counter counter (
    .clk      (CLK100MHZ),
    .rst      (rst),
    .load     (start_db),
    .tick_1hz (tick_1hz),
    .s1       (s1),
    .s0       (s0),
    .zero     (zero_int)
  );
   assign zero = zero_int;
  sevenseg_mux display (
    .clk     (CLK100MHZ),
    .rst     (rst),
    .scan_en (scan_en),
    .d3      (4'hF),
    .d2      (4'hF),
    .d1      (s1),
    .d0      (s0),
    .an      (an),
    .seg     (seg)
  );
endmodule
[run.sh]
#!/bin/bash
# OpenROAD 26Q1-2900-gdf79404cd8, Yosys 0.63+post, stock flow scripts
make -C /OpenROAD-flow-scripts/flow DESIGN_CONFIG=/design/flow/config.mk WORK_HOME=/design/flow/orfs finish
[config.mk]
export PLATFORM = sky130hd
export DESIGN_NAME = shotclock_top
export DESIGN_NICKNAME = shotclock_top
export VERILOG_FILES = /design/flow/design.v
export SDC_FILE = /design/flow/constraint.sdc
export NUM_CORES = 4
export LEC_CHECK = 1
export CORE_UTILIZATION = 40
[constraint.sdc]
current_design shotclock_top

set clk_period 6.5
set clk_io_pct 0.2

create_clock -name clk0 -period $clk_period [get_ports {CLK100MHZ}]

set non_clock_inputs [all_inputs -no_clocks]
set_input_delay [expr $clk_period * $clk_io_pct] -clock clk0 $non_clock_inputs
set_output_delay [expr $clk_period * $clk_io_pct] -clock clk0 [all_outputs]
==> out/metrics.csv <==
stage,metric,value,unit
power,switching_share,0.205,
timing,slew_violations,0,
setup_path,cp_num_cells,7,
power,p_per_area,220,nW/um^2
timing,finalHoldViolations,0,
placement,gp_congestion,0.856,
hold_path,hold_depth,0,
global_route,antenna_found_initial,0,
finish,syn_to_final_growth,9.93,%
clock_network,cts_num_sinks,103,
setup_path,slowest_delay,0.53,ns
power,total_power,0.00115,W
placement,dp.cells,692,
global_route,grt_overflow,0,
floorplanning,die-area,12300,um^2
synth,yosys.stat.chipArea,4750,um^2
clock_network,clock_path_buffers,2,
setup_path,r2r_slack,4.31,ns
synth,synth_cells,553,
power,p_int,0.000911,W
floorplanning,die_h,111,um
routing,first_iter_violations,177,
hold_path,hold_path_end,u_rst_db.sync1,
setup_path,cp-start-kind,flop,
timing,period_needed,3.78,ns
timing,rsz0062_at_grt,no,
run,warnings,30,
setup_path,crit_chain,"mux2i_1, inv_1, ha_1, nand2_1, o21ai_0, a21oi_1, clkdlybuf4s50_1",
synth,syn_area,4750,um^2
power,clockPowerShare,0.430,
setup_path,cp_num_buf_inv,2,
global_route,grt_pass1_wl,14600,um
setup_path,reg2regPathDepth,4,
global_route,track_usage,0.144,
synth,synth_warnings,4,
finish,drive_above_1_share,0.0389,
clock_network,cts_tree,yes,
timing,tns,0,ns
synth,synth.avg_cell_area,8.59,um^2
power,power.share.sequential,0.559,
setup_path,critical_path_class,reg -> out,
routing,antenna_cells,0,
routing,wl,8190,um
status,status,finished clean,
clock_network,clock_latency,0.34,ns
routing,drc,0,
clock_network,htree_levels,3,
setup_path,cp_top_family,buffers and inverters,
setup_path,cp_slowest_cell,dfxtp_1,
clock_network,cts_resized,0,
synth,synth_flops,103,
routing,vias,3715,
timing,skew,0.00505,ns
setup_path,critPathRequiredTime,5.20,ns
power,switchingPower,0.000236,W
power,power.static_leakage,1.72,nW
setup_path,worstPathArrival,2.48,ns
finish,final_cell_count_no_fill,708,
placement,portBuffers,12,
routing,via_per_inst,5.25,
global_route,grt_pass1_vias,3206,
clock_network,root_buffer,clkbuf_16,
run,timing.max_cap.violations,0,
clock_network,holdBufCountCts,0,
global_route,grt_start_max_net_pins,26,
routing,drtPass1Iterations,21,
synth,postSynthSeqShare,0.438,
power,vdd_drop_max,0.105,mV
timing,finalClockPeriodUsage,0.581,
floorplanning,die_w,111,um
synth,ys_cells,553,
floorplanning,rows,39,
routing,wl_per_cell,11.6,um
power,power_frac_comb,0.011,
timing,relSlewSlack,0.513,
finish,fin_util,0.453,
placement,hpwlAfterDp,5570,um
synth,synth.top_cell.area_share,0.426,
synth,synth_area_leader_cell,dfxtp_1,
timing,setup_violations,0,
floorplanning,ioPinCount,19,
floorplanning,floorplan.core_util,0.412,
hold_path,worstHoldPathType,reg -> reg,
clock_network,numCtsBuffers,9,
setup_path,r2r-start,div.scan_cnt[9],
clock_network,clkTransAtPathRegs,0.07,ns
setup_path,cp-end-kind,primary output,
routing,drtAntennaViolNets,0,
timing,tightestPinTransition,0.726,ns
setup_path,path_max_fanout,8,
timing,fmax,265,MHz
hold_path,hold_start,u_rst_db.sync0,
setup_path,r2r-end,div.scan_cnt[7],
synth,yosysUniqueCellTypes,41,
floorplanning,core_area,11500,um^2
clock_network,cts_setup_buffers,0,
synth,topCellsByArea,"dfxtp_1 43%, xnor2_1 5.5%, nor2_1 5.5%, a21oi_1 4.5%, xor2_1 4.1%",
==> cell families after synthesis <==
| kind of cell | count (synthesis) | synth area share |
|---|---|---|
| buf+inv | 40 | 0.0408 |
| fa+ha+maj | 11 | 0.0290 |
| mux | 8 | 0.0171 |
| other cells | 1 | 0.000790 |
| simple gates | 258 | 0.287 |
| flops | 103 | 0.438 |
| xor+xnor | 52 | 0.0959 |
| compound gates | 80 | 0.0912 |
==> metrics by stage <==
stage                     hold slack [ns]  cell area (um^2)  worst slack [ns]
after global routing                0.337              5220              2.52
after floorplan                     0.310              4770              3.65
after CTS                           0.332              5220              2.69
after global placement              0.316              4950              3.15
final                               0.332              5220              2.72
after detailed placement            0.315              4950              3.10
==> layout make-up <==
| type | instances | area, um^2 |
|---|---|---|
| fill | 1103 | 6290 |
| multi-input combinational | 415 | 2490 |
| timing repair buffer | 14 | 135 |
| tap | 143 | 179 |
| sequential | 103 | 2080 |
| clock inverter | 4 | 22.5 |
| clock buffer | 12 | 246 |
| inverter | 17 | 63.8 |
==> power by group through the flow <==
stage | sequential, W | combinational (W) | clock, W
finish | 0.000641 | 0.0000127 | 0.000493
global route | 0.000641 | 0.0000141 | 0.000545
CTS | 0.000641 | 0.0000130 | 0.000515
==> metal layers <==
layer | vias up | global-route usage | routed length [um] | share of wire
met1 | 1694 | 0.223 | 4420 | 0.54
li1 | 1974 | - | - | -
met2 | 39 | 0.218 | 3420 | 0.42
met3 | 8 | 0.0318 | 255 | 0.031
met4 | 0 | 0.0164 | 93 | 0.011
met5 | - | 0 | 0 | 0
==> cells in the mapped netlist, drive strengths merged <==
master,number
dfxtp,101
nor2,69
a21oi,43
nand2,35
nand3,31
xnor2,30
o21ai,25
or3,23
xor2,22
nand4,21
inv,17
or4,16
nor3,13
buf,12
nor4,12
clkbuf,11
ha,11
and4,10
and3,9
o31ai,8
mux2i,7
and2,5
nand2b,5
edfxtp,2
nor2b,2
or2,2
or4b,2
a211o,1
a211oi,1
a31o,1
conb,1
mux2,1
nor3b,1
nor4b,1
nor4bb,1
o21a,1
==> placed cells by master (no fill, tap or decap), types with 2 or more instances in the layout <==
master / n
a21oi_1: 43
and2_1: 5
and3_1: 9
and4_1: 10
buf_4: 2
clkbuf_1: 2
clkbuf_16: 9
clkdlybuf4s50_1: 12
clkinv_2: 3
conb_1: 6
dfxtp_1: 101
edfxtp_1: 2
ha_1: 11
inv_1: 17
mux2i_1: 7
nand2_1: 35
nand2b_1: 5
nand3_1: 31
nand4_1: 21
nor2_1: 69
nor2b_1: 2
nor3_1: 13
nor4_1: 12
o21ai_0: 25
o31ai_1: 8
or2_2: 2
or3_1: 23
or4_1: 15
xnor2_1: 30
xor2_1: 22
==> flip-flops by register name, summed over array words and instances, names as in the netlist <==
register           cells
u_start_db.sync1       1
div.scan_cnt          16
u_start_db.sync0       1
div.tick_cnt          32
u_start_db.cnt        19
counter.s0             4
u_rst_db.sync1         1
u_rst_db.sync0         1
div.tick_1hz           1
u_start_db.btn_db      1
counter.s1             4
display.sel            1
u_rst_db.cnt          19
u_rst_db.btn_db        1
div.scan_en            1
==> worst max path at each step <==
stage	start	endpoint	slack, ns
4_1_cts	display.sel	seg[2]	2.69
5_1_grt	display.sel	seg[3]	2.52
6_report	display.sel	seg[2]	2.72
==> worst reg2reg max path: stages (launching register included) <==
cell      delay [ns]
dfxtp_1         0.36
or4_1           0.52
or4_1           0.57
nand2b_1        0.48
nor2_1          0.12
Power and IR drop assume default switching activity.
